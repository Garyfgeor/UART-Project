**design/flow/run.sh**
```bash
#!/bin/bash
# OpenROAD 26Q1-2900-gdf79404cd8, Yosys 0.63+post, stock flow scripts
make -C /OpenROAD-flow-scripts/flow DESIGN_CONFIG=/design/flow/config.mk WORK_HOME=/design/flow/orfs finish
```
**design/flow/config.mk**
```make
export PLATFORM = sky130hd
export DESIGN_NAME = uart
export DESIGN_NICKNAME = uart
export VERILOG_FILES = /design/flow/design.v
export SDC_FILE = /design/flow/constraint.sdc
export NUM_CORES = 4
export LEC_CHECK = 1
export CORE_UTILIZATION = 50
```
**design/flow/constraint.sdc**
```tcl
current_design uart

set clk_period 4.6
set clk_io_pct 0.2

create_clock -name clk0 -period $clk_period [get_ports {clk}]

set non_clock_inputs [all_inputs -no_clocks]
set_input_delay [expr $clk_period * $clk_io_pct] -clock clk0 $non_clock_inputs
set_output_delay [expr $clk_period * $clk_io_pct] -clock clk0 [all_outputs]
```
**design/flow/design.v**
```verilog
`timescale 1ns/1ps
module baud_controller(reset, clk, baud_select, sample_ENABLE);
input reset, clk;  
input [2:0] baud_select;
output reg sample_ENABLE = 1'b0;
reg [14:0] count = 15'b000000000000000; 
reg [14:0] max_count = 15'bxxxxxxxxxxxxxxx;
parameter baud_zero = 3'b000;
parameter baud_one = 3'b001;
parameter baud_two = 3'b010;
parameter baud_three = 3'b011;
parameter baud_four = 3'b100;
parameter baud_five = 3'b101;
parameter baud_six = 3'b110;
parameter baud_seven = 3'b111;
always@(baud_select)
begin
    case(baud_select)
    baud_zero: max_count = 15'b101_0001_0110_0010;
    baud_one: max_count = 15'b001_0100_0101_1001;
    baud_two: max_count = 15'b000_0101_0001_0111;
    baud_three: max_count = 15'b000_0010_1000_1100;
    baud_four: max_count = 15'b000_0001_0100_0110;
    baud_five: max_count = 15'b000_0000_1010_0011;
    baud_six: max_count = 15'b000_0000_0110_1101;
    baud_seven: max_count = 15'b000_0000_0011_0111;
    endcase
end
always@(posedge clk)
begin
    if(count == max_count)
    begin
        count <= 15'b000_0000_0000_0000; 
        sample_ENABLE <= 1'b1;
    end
    else
    begin 
        count <= count + 15'b000_0000_0000_0001;
        sample_ENABLE <= 1'b0;
    end
end
endmodule
module uart(reset, clk, Tx_wr, Tx_en, rx_en, Tx_data, baud_sel, Tx_D, Tx_busy, rx_ferror, rx_perror, rx_valid, rx_data);
input reset, clk, Tx_wr, Tx_en, rx_en;
input [7:0] Tx_data;
input [2:0] baud_sel;
output Tx_D;
output Tx_busy;
output rx_ferror, rx_perror, rx_valid;
output [7:0] rx_data;
uart_transmitter uart_transmitter_inst(.reset(reset), .clk(clk), .Tx_DATA(Tx_data), .baud_select(baud_sel), .Tx_WR(Tx_wr), .Tx_EN(Tx_en), .TxD(Tx_D), .Tx_BUSY(Tx_busy));
uart_receiver uart_receiver_inst(.reset(reset), .clk(clk), .baud_select(baud_sel), .Rx_EN(rx_en), .RxD(Tx_D),  .Rx_DATA(rx_data), .Rx_FERROR(rx_ferror), .Rx_PERROR(rx_perror), .Rx_VALID(rx_valid));
endmodule
module uart_receiver(reset, clk, baud_select, Rx_EN, RxD, Rx_DATA, Rx_FERROR, Rx_PERROR, Rx_VALID);
input reset, clk;
input [2:0] baud_select;
input Rx_EN;
input RxD;
output reg[7:0] Rx_DATA;
reg [7:0] received_data;
output reg Rx_FERROR;  
output reg Rx_PERROR;  
output reg Rx_VALID;  
wire Rx_sample_ENABLE;
reg [2:0] DATA_counter = 3'b000;  
reg drive_rxdata = 1'b0;
reg check_errors = 1'b0;
reg [2:0] NextState = 3'b000;
reg [2:0] CurrentState = 3'b000;  
reg [3:0] sample_counter = 4'b0000;
reg [3:0] counter_ones = 4'b0000;
reg data_state = 1'b1;
parameter Rx_idle_state = 3'b000;
parameter Rx_start_bit_state = 3'b001;
parameter Rx_data_state = 3'b010;
parameter Rx_parity_bit_state = 3'b011;
parameter Rx_stop_bit_state = 3'b100;
baud_controller baud_controller_rx_inst(.reset(reset), .clk(clk), .baud_select(baud_select), .sample_ENABLE(Rx_sample_ENABLE));
always@(posedge clk)
begin
    if(reset == 1)
    begin
        CurrentState <= Rx_idle_state;
    end
    else
    begin
        CurrentState <= NextState;
    end
end
always@(posedge clk)
begin
    if(reset == 1)
    begin
        sample_counter <= 4'b0000;
    end
    else if(Rx_sample_ENABLE == 1'b1)
    begin
        sample_counter <= sample_counter + 4'b0001;
    end
end
always@(sample_counter)
begin
    if(sample_counter == 4'b1000)
    begin
        check_errors = 1'b1; 
    end
    else if(sample_counter == 4'b1111)
    begin
        drive_rxdata = 1'b1; 
    end
    else
    begin
        drive_rxdata = 1'b0;
        check_errors = 1'b0;
    end
end
always@(data_state)
begin
    if(reset == 1'b1)
    begin
        DATA_counter = 3'b000;
    end
    else if(data_state == 1'b1)
    begin
        DATA_counter = DATA_counter + 3'b001;
    end
end
always@(Rx_EN or drive_rxdata or check_errors or sample_counter or data_state)
begin
    case(CurrentState)
        Rx_idle_state:
        begin
            Rx_VALID = 1'b0;
            Rx_PERROR = 1'b0;
            Rx_FERROR = 1'b0;
            if(Rx_EN == 1'b1 && RxD == 1'b0) 
            begin
               NextState = Rx_start_bit_state;
               received_data = 7'b0000000;
               Rx_DATA = 7'b0000000;
               counter_ones = 4'b0000;
            end
            else
            begin
                NextState = Rx_idle_state;
                received_data = 7'b0000000;
            end
        end
        Rx_start_bit_state:
        begin
            Rx_VALID = 1'b0;
            if (check_errors == 1'b1 && RxD != 1'b0) 
            begin 
                Rx_FERROR = 1'b1;  
                NextState = Rx_idle_state;
            end 
            else if(drive_rxdata == 1'b1)
            begin
                NextState = Rx_data_state;
                Rx_FERROR = 1'b0;
            end
            else
            begin
              NextState = Rx_start_bit_state;
              Rx_FERROR = 1'b0;
            end
        end
        Rx_data_state:
        begin
            data_state = 1'b1;
            Rx_VALID = 1'b0;
            if(sample_counter == 4'b0001)
            begin
                received_data[DATA_counter] = RxD;
            end
            if(check_errors == 1'b1 && received_data[DATA_counter] != RxD) 
            begin
                data_state = 1'b0;
                NextState = Rx_idle_state; 
            end
            else if(drive_rxdata == 1'b1 && DATA_counter < 3'b111)  
            begin
                data_state = 1'b0;
                if(received_data[DATA_counter] == 1'b1)  
                begin
                    counter_ones = counter_ones + 4'b0001;
                end
                NextState = Rx_data_state;
            end
            else if(drive_rxdata == 1'b1 && DATA_counter == 3'b111)  
            begin
                data_state = 1'b0;
                if(received_data[DATA_counter] == 1'b1)  
                begin
                    counter_ones = counter_ones + 4'b0001;
                end
                NextState = Rx_parity_bit_state;
            end
            else  
            begin
                NextState = Rx_data_state;
            end
        end
        Rx_parity_bit_state:
        begin
            Rx_VALID = 1'b0;
            if (check_errors == 1'b1 && RxD != counter_ones[0]) 
            begin 
                Rx_PERROR = 1'b1;  
                NextState = Rx_idle_state;
            end 
            else if(drive_rxdata == 1'b1)
            begin
                Rx_PERROR = 1'b0;
                NextState = Rx_stop_bit_state;
            end
            else
            begin
                Rx_PERROR = 1'b0;
                NextState = Rx_parity_bit_state;
            end
        end
        Rx_stop_bit_state:
        begin
            if (check_errors == 1'b1 && RxD != 1'b1) 
            begin 
                Rx_FERROR = 1'b1;  
                Rx_VALID = 1'b0;
                NextState = Rx_idle_state;
            end 
            else if(drive_rxdata == 1'b1)
            begin
                Rx_FERROR = 1'b0;
                NextState = Rx_idle_state;
                Rx_VALID = 1'b1;  
                Rx_DATA = received_data;
                received_data = 7'b0000000;
            end
            else
            begin
                Rx_FERROR = 1'b0;
                NextState = Rx_stop_bit_state;
            end       
        end  
        default:
        begin
            Rx_DATA = 7'b0000000;
            NextState = Rx_idle_state; 
        end
    endcase        
end
endmodule
`timescale 1ns/1ps
module uart_transmitter(reset, clk, Tx_DATA, baud_select, Tx_WR, Tx_EN, TxD, Tx_BUSY);
input reset, clk;
input [7:0] Tx_DATA;
input [2:0] baud_select;
input Tx_EN;
input Tx_WR;
output reg TxD;  
output reg Tx_BUSY;  
wire Tx_sample_ENABLE;
reg [3:0] sample_counter = 4'b0000;
integer i=0;  
reg [2:0] data_counter = 3'b000;
reg [3:0] counter_ones = 4'b0000;
reg start_transm;
reg [2:0] NextState = 3'b000;
reg [2:0] CurrentState = 3'b000;  
reg drive_txd = 1'b0;
reg data_state = 1'b1;
parameter Tx_idle_state = 3'b000;
parameter Tx_start_bit_state = 3'b001;
parameter Tx_data_state = 3'b010;
parameter Tx_parity_bit_state = 3'b011;
parameter Tx_stop_bit_state = 3'b100;
baud_controller baud_controller_tx_inst(.reset(reset), .clk(clk), .baud_select(baud_select), .sample_ENABLE(Tx_sample_ENABLE));
always@(posedge clk)
begin
    if(reset == 1)
    begin
        CurrentState <= Tx_idle_state;
    end
    else
    begin
        CurrentState <= NextState;
    end
end
always@(posedge clk)
begin
    if(reset == 1)
    begin
        sample_counter <= 4'b0000;
        data_counter <= 3'b000;
    end
    else if(Tx_sample_ENABLE == 1'b1 && Tx_BUSY == 1'b1 && Tx_EN == 1'b1)
    begin
        sample_counter <= sample_counter + 4'b0001;
    end
end
always@(sample_counter)
begin
    if(sample_counter == 4'b1111)
    begin
        drive_txd = 1'b1;
    end
    else
    begin
        drive_txd = 1'b0;
    end
end
always@(data_state)
begin
    if(reset == 1'b1)
    begin
        data_counter = 3'b000;
    end
    else if(data_state == 1'b1)
    begin
        data_counter = data_counter + 3'b001;
    end
end
always@(Tx_WR or drive_txd or data_counter)
begin
    case(CurrentState)
            Tx_idle_state:
            begin
                Tx_BUSY = 1'b0;
                if(Tx_WR == 1'b1)
                begin
                    NextState = Tx_start_bit_state;
                    Tx_BUSY = 1'b1;
                    TxD = 1'bx;
                end
                else
                begin
                    NextState = Tx_idle_state;
                    Tx_BUSY = 1'b0;
                    TxD = 1'bx;
                end
            end
            Tx_start_bit_state: 
            begin
                TxD = 1'b0; 
                Tx_BUSY = 1'b1; 
                if(drive_txd == 1)
                begin
                    NextState = Tx_data_state;
                end
                else
                begin
                    NextState = Tx_start_bit_state;
                end
            end
            Tx_data_state: 
            begin
                data_state = 1'b1;
                TxD = Tx_DATA[data_counter];
                Tx_BUSY = 1'b1; 
                if(drive_txd == 1 && data_counter == 3'b111)
                begin
                    data_state = 1'b0;
                    NextState = Tx_parity_bit_state;
                    if(TxD == 1'b1)  
                    begin
                        counter_ones = counter_ones + 4'b0001;
                    end
                end
                else if(drive_txd == 1 && data_counter < 3'b111)
                begin
                    data_state = 1'b0;
                    NextState = Tx_data_state; 
                    if(TxD == 1'b1)  
                    begin
                       counter_ones = counter_ones + 4'b0001;
                    end
                end
                else
                begin
                    NextState = Tx_data_state; 
                end
            end
            Tx_parity_bit_state: 
            begin
                Tx_BUSY = 1'b1; 
                if(counter_ones[0] == 1'b1)  
                begin
                    TxD = 1'b1; 
                end
                else
                begin
                    TxD = 1'b0; 
                end
                if(drive_txd == 1)
                begin
                    NextState = Tx_stop_bit_state;
                end
                else
                begin
                    NextState = Tx_parity_bit_state;
                end
            end
            Tx_stop_bit_state: 
            begin
                TxD = 1'b1; 
                Tx_BUSY = 1'b1; 
                if(drive_txd == 1)
                begin
                    counter_ones = 4'b0000;
                    NextState = Tx_idle_state;
                end
                else
                begin
                    NextState = Tx_stop_bit_state;
                end
            end
            default:
            begin
                TxD = 1'bx;
                NextState = Tx_idle_state; 
            end
        endcase
end
endmodule
```
==> deck_impl_summary.md <==
Key Metrics from the Run

Power
  – Power Density: between 200 and 250 mW/mm^2
  – Clock Power Share: 24.3%
  – Switching share of power: about a third
  – Sequential share of power: a little over half
  – Switching power: ~0.36 mW
  – Maximum vdd ir drop: 0.217 mV
  – Comb pwr share: between 20% and 30%
  – Static Leakage: between 1.5 and 2 nW
  – Pint: approximately 0.7 mW

Floorplanning
  – Placement Rows: 32
  – Core area: between 0.007 and 0.008 sq mm
  – Chip Area: 0.00854 sq mm
  – DIE HEIGHT: 92.4 um
  – Fp util: a little over half
  – Die W: 92.4 um
  – # IOs: 29

Worst setup path
  – Crit path DAT: around 2.8 ns
  – CP cell instances: clkdlybuf4s50_1 > mux2_4 > a21oi_4 > inv_2 > clkdlybuf4s50_1
  – Slowest Stage Delay on Critical Path: approximately 0.45 ns
  – Crit Reg-Reg Startpoint: uart_transmitter_inst.CurrentState[0]$_SDFF_PP0_
  – Crit path launch type: input pin
  – Crit end category: output port
  – CP max stage cell: clkdlybuf4s50_1
  – Reg2Reg Setup Slack: roughly 1.9 ns
  – Worst-path fanout max: 16
  – Req. time, crit path: roughly 3.7 ns
  – Classification of the worst setup path: input pin to output port
  – Capture point of the critical path: Tx_D
  – Crit path top cell by count: clkdlybuf4s50_1
  – Largest delay share family, worst path: buffers and inverters
  – CP Depth: 5
  – R2R depth: 7
  – CP Launch Point: Tx_data[0]
  – Reg2Reg Capture Point: uart_receiver_inst.CurrentState[1]$_SDFF_PP0_
  – WP buf/inv: 3

Min path
  – HP Class: register to register

Flow run
  – Max Cap Viol: 0
  – Count of tool warnings: roughly 44

Place
  – Detailed Place HPWL: roughly 5.8 mm
  – IO Port Bufs: 21
  – RD Place Congestion: between 0.8 and 0.9
  – Post-DP Area: ~0.0043 sq mm

Yosys
  – Synth Warn #: approximately 45
  – Unique masters post-synth: between 60 and 70
  – Async SR Flop Fraction: 0%
  – Mean Syn Cell Area: between 8 and 9 sq um
  – Post-synth top flop: dfxtp_1
  – Yosys stat area: approximately 0.0041 sq mm
  – Ys cells: ~500
  – Count of library flops with an enable pin: 0
  – Mapped cell area: 0.00409 sq mm
  – #FFs+latches synth: around 74
  – Cell count after synthesis: about 500

Layout
  – Most common logic cells in the final layout: nor2_1 (70), dfxtp_1 (46), nand2_1 (35)
  – Area grow syn2layout: 7.16%
  – Share of cells above drive strength 1: 5.20%
  – Final Cell Area: ~0.0044 sq mm
  – Fill count: 746
  – Commonest Layout Cell: nor2_1

Final timing
  – Final Cycle Share: between 70% and 80%
  – Fmax: about 0.27 GHz
  – Final min period: 3.67 ns
  – Setup Skew: approximately 0.010 ns
  – Final Hold Fails: 0
  – Setup_tns: 0 ns
  – Endpoints left unconstrained: roughly 40
  – Final setup viols: 0
  – RSZ-0062 raised after global routing: no
  – Register pins left without a clock: 28
  – Worst rel slew slack: ~42%
  – Fin. max-slew vios: 0
  – Worst Tran Pin Value: about 0.86 ns

Drt
  – Post-DR wirelength/cell: between 10 and 15 um
  – Routed WL: ~8 mm
  – DRC: 0
  – Routed Antenna Nets: 0
  – Vias per cell: 5.49
  – Initial DRC Count: around 70
  – Antenna diodes: 0
  – DR pass1 iterations: 4
  – Total number of vias: between 3,000 and 4,000

Global route
  – GRT Total Usage: between 20% and 30%
  – Largest net degree at the start of global routing: 27
  – Vias in the first global route: roughly 3,200
  – GRT Residual Overflow: 0
  – Initial antenna violation count: 0
  – Global-route wire length before repair: roughly 15 mm

Outcome
  – Status: completed

Clock network
  – Clock tree buffer depth: 2
  – Post-CTS Resized: 0
  – Setup repair bufs after CTS: 0
  – CTS tree: done
  – Clk latency of the worst-skew pair: roughly 0.30 ns
  – Root Driver: clkbuf_8
  – Clock transition time at the flip-flop clock pins of the worst setup and hold paths: ~0.09 ns
  – H-tree Lvls: 2
  – Post-CTS Hold Buffers: 0
  – CTS buffer count: 5
[layout make-up]
class | count | area (sq um) | share of cell area (%)
Sequential cell | 74 | 1340 | 30.6
Multi-Input combinational cell | 377 | 2520 | 57.6
Tap cell | 102 | 128 | 2.91
Timing Repair Buffer | 23 | 225 | 5.14
Inverter | 18 | 67.6 | 1.54
Clock buffer | 5 | 68.8 | 1.57
Clock inverter | 3 | 25.0 | 0.571
[worst min-delay path by stage]
stage | start | slack, ns | cells past startpoint | to
after CTS | register | 0.51 | 2 | register
after global routing | register | 0.53 | 1 | register
final | register | 0.51 | 2 | register
[through the flow]
| step | hold WS (ns) | total power, mW | util [%] | setup slack (ns) | std cells |
|---|---|---|---|---|---|
| 2_1_floorplan | 0.465 | 0.756 | - | 1.62 | 500 |
| 3_3_place_gp | 0.484 | 0.803 | 54.9 | 0.635 | 594 |
| 3_5_place_dp | 0.484 | 0.807 | 54.9 | 0.592 | 594 |
| 4_1_cts | 0.506 | 1.07 | 56.1 | 0.917 | 602 |
| 5_1_grt | 0.527 | 1.13 | 56.1 | 0.668 | 602 |
| 6_report | 0.512 | 1.05 | 56.1 | 0.933 | 602 |
[worst reg2reg max path: cells and delay by family, from the launching register on]
kind	cells	cell delay, ns
compound gates	5	1.56
mux	1	0.34
flops	1	0.48
buf+inv	1	0.25
[kinds of logic (layout without fill, tap and decap cells)]
family | after synthesis | after routing | synth area share, %
adder cells (fa/ha/maj) | 19 | 19 | 5.82
AND/OR/NAND/NOR | 206 | 206 | 26.9
buffers and inverters | 49 | 49 | 5.42
latches | 28 | 28 | 10.3
multiplexers | 7 | 7 | 1.87
flip-flops | 46 | 46 | 22.5
AND-OR/OR-AND | 92 | 92 | 15.8
XOR/XNOR | 53 | 53 | 11.4
[sequential cells by signal (all words and copies together) (netlist names), 3 cells and up]
signal                                               flops
uart_receiver_inst.baud_controller_rx_inst.count        15
uart_transmitter_inst.baud_controller_tx_inst.count     15
uart_receiver_inst.Rx_DATA                               8
uart_receiver_inst.received_data                         8
uart_receiver_inst.sample_counter                        4
uart_transmitter_inst.sample_counter                     4
uart_receiver_inst.CurrentState                          3
uart_receiver_inst.DATA_counter                          3
uart_transmitter_inst.CurrentState                       3
[Yosys cell counts (4+ instances only)]
cell / count / area, sq um
nor3_1: 9 / 45.0
buf_2: 6 / 30.0
xnor2_1: 25 / 219
and2_1: 4 / 25.0
inv_1: 17 / 63.8
mux2i_1: 5 / 50.1
buf_4: 6 / 45.0
nand3_1: 24 / 120
nand2_1: 35 / 131
and3_1: 15 / 93.8
nor2_1: 70 / 263
ha_1: 19 / 238
a311oi_1: 10 / 87.6
clkbuf_1: 18 / 67.6
xor2_1: 28 / 245
nand4_1: 9 / 56.3
dfxtp_1: 46 / 921
dlxtn_1: 27 / 405
or3_1: 4 / 25.0
a21oi_1: 23 / 115
nor2b_1: 11 / 68.8
o21ai_0: 17 / 85.1
[metal layers]
metal / track usage, % / vias to the layer above / part of all wire [%]
li1: - / 1743 / -
met1: 30.0 / 1507 / 49
met2: 35.2 / 43 / 47
met3: 1.75 / 9 / 2.5
met4: 2.60 / 0 / 1.2
met5: 0 / - / 0
[power by group through the flow]
stage,logic (mW),clock network [mW],registers (mW)
final,0.235,0.256,0.563
after global routing,0.274,0.281,0.578
after CTS,0.237,0.267,0.564
Power and IR drop assume default switching activity.
